$ cat /design/flow/run.sh
#!/bin/bash
# OpenROAD 26Q1-2900-gdf79404cd8, Yosys 0.63+post, stock flow scripts
make -C /OpenROAD-flow-scripts/flow DESIGN_CONFIG=/design/flow/config.mk WORK_HOME=/design/flow/orfs finish
$ cat /design/flow/design.v
`default_nettype none
`timescale 1ns/1ps
module edge_detect (
    input wire              clk,
    input wire              signal,
    output wire             leading_edge_detect
    );
	reg q0, q1, q2;
	always @(posedge clk) begin
	q0 <= signal;
	q1 <= q0;
	q2 <= q1;
	end
	assign leading_edge_detect = q1 & (q1 != q2);
endmodule
`default_nettype none
`timescale 1ns/1ps
module frequency_counter #(
    localparam UPDATE_PERIOD = 1200,
    localparam BITS = 12
)(
    input wire              clk,
    input wire              reset,
    input wire              signal,
    input wire [BITS-1:0]   period,
    input wire              period_load,
    output wire [6:0]       segments,
    output wire             digit
    );
    localparam STATE_COUNT  = 0;
    localparam STATE_TENS   = 1;
    localparam STATE_UNITS  = 2;
    reg [2:0] state;
    reg [6:0] edge_counter;
    reg [BITS-1:0] clock_counter;
    reg [BITS-1:0] update_period;
    reg [3:0] ten_count;
    reg [3:0] unit_count;
    wire leading_edge_detect;
    edge_detect edge_detect0(.clk(clk), .signal(signal), .leading_edge_detect(leading_edge_detect));
    reg load_digit;
    seven_segment seven_segment0(.clk(clk), .reset(reset), .load(load_digit), .ten_count(ten_count), 
				.unit_count(unit_count), .segments(segments), .digit(digit));   
    always @(posedge clk) begin
        if(reset)
		update_period <= UPDATE_PERIOD;
	else if(period_load)
		update_period <= period;
    end
    always @(posedge clk) begin
        if(reset) begin
		state <= STATE_COUNT;
		edge_counter <= 0;
		clock_counter <= 0;
		ten_count <= 0;
		unit_count <= 0; 
		load_digit <= 0;		
        end else begin
            case(state)
                STATE_COUNT: begin
			load_digit <= 1'b0;
			ten_count  <= 0;
			unit_count <= 0;
			if(leading_edge_detect)
				edge_counter <= edge_counter + 1'b1;
			clock_counter <= clock_counter + 1'b1;
			if( clock_counter == update_period - 1'b1)
				state <= STATE_TENS;
                end
                STATE_TENS: begin
			if(edge_counter >= 10 ) begin
				edge_counter <= edge_counter - 4'd10;
				ten_count <= ten_count + 1'b1;
			end else
				state <= STATE_UNITS;
                end
                STATE_UNITS: begin
			unit_count <= edge_counter;
			edge_counter <= 0;
			clock_counter <= 0;
			load_digit <= 1'b1;
			state <= STATE_COUNT;
                end
                default:
                    state  <= STATE_COUNT;
            endcase
        end
    end
endmodule
`default_nettype none
`timescale 1ns/1ps
module seven_segment (
    input wire          clk,
    input wire          reset,
    input wire          load,
    input wire [3:0]    ten_count,
    input wire [3:0]    unit_count,
    output reg [6:0]    segments,
    output reg          digit
);
	reg [3:0] ten_count_reg;
	reg [3:0] unit_count_reg;
	wire [3:0] decode;
	always @(posedge clk) begin
		if(reset) begin
			ten_count_reg  <= 0;
			unit_count_reg <= 0;
			digit          <= 0;
		end else
			digit <= !digit;
		if(load) begin
			ten_count_reg  <= ten_count;
			unit_count_reg <= unit_count;
		end		
	end
	assign decode = digit ? ten_count_reg : unit_count_reg;
	always @(*) begin
		case(decode)
			0: segments = 7'b0111111;
			1: segments = 7'b0000110;
			2: segments = 7'b1011011;
			3: segments = 7'b1001111;
			4: segments = 7'b1100110;
			5: segments = 7'b1101101;
			6: segments = 7'b1111100;
			7: segments = 7'b0000111;
			8: segments = 7'b1111111;
			9: segments = 7'b1100111;
			default:
				segments = 7'b0000000;
		endcase
	end
endmodule
$ cat /design/flow/config.mk
export PLATFORM = sky130hd
export DESIGN_NAME = frequency_counter
export DESIGN_NICKNAME = frequency_counter
export VERILOG_FILES = /design/flow/design.v
export SDC_FILE = /design/flow/constraint.sdc
export NUM_CORES = 4
export LEC_CHECK = 1
export CORE_UTILIZATION = 50
$ cat /design/flow/constraint.sdc
current_design frequency_counter

set clk_period 5.4
set clk_io_pct 0.2

create_clock -name clk0 -period $clk_period [get_ports {clk}]

set non_clock_inputs [all_inputs -no_clocks]
set_input_delay [expr $clk_period * $clk_io_pct] -clock clk0 $non_clock_inputs
set_output_delay [expr $clk_period * $clk_io_pct] -clock clk0 [all_outputs]
==> results_dict.tcl <==
# flow metrics
set metrics [dict create \
    dp_slack_ns 2.21 \
    num_antenna_cells 0 \
    dr.first_iter.drc_count 116 \
    top_cells_by_area "dfxtp_1 (32%), edfxtp_1 (8.2%), ha_1 (5.1%)" \
    clk_pin_slew_ns 0.10 \
    common_cells "dfxtp_1 (47), nor2_1 (40), a21oi_1 (24), nand2_1 (21)" \
    worstMarginPinSlew_ns 0.793 \
    grt_max_degree 20 \
    final_antenna_net_count 0 \
    period_needed_ns 3.52 \
    fin_skew_ns 0.00452 \
    ctsHtreeMaxLevel 2 \
    warnings 32 \
    clockPowerShare 0.333 \
    worstSetupPathType "register to output pin" \
    yosys.area.top_type "dfxtp_1" \
    path_max_fanout 10 \
    num_io_pins 24 \
    grt_first_pass_wirelength_um 9640 \
    die-width_um 78.5 \
    setup_viol 0 \
    num-fill-cells 505 \
    cts_buffers 5 \
    vdd_drop_max_uv 177 \
    fmax_mhz 284 \
    antenna_found_initial 0 \
    reg2reg_slack_ns 2.69 \
    worstHoldStart "edge_detect0.q0" \
    path_buffers 2 \
    avgSynthCellArea_sq_um 8.71 \
    cts-root-buf "clkbuf_8" \
    wl_um 5580 \
    slowest_stage "mux2i_1" \
    cts_hold_buf 0 \
    syn_area_sq_um 2930 \
    synthCells 336 \
    viasPerCell 5.48 \
    synth_flops 55 \
    worstSkewPairLatency_ns 0.30 \
    grt_pass1_vias 2103 \
    drv_slew 0 \
    flop_cell "dfxtp_1" \
    layout-drive-gt1-share 0.0399 \
    reg2reg_depth 8 \
    synth_cell_types 48 \
    yosysMostFrequentCell "dfxtp_1" \
    num_rows 27 \
    tritoncts "built" \
    gp_congestion 0.902 \
    setup_tns_ns 0 \
    fin_ws_ns 1.88 \
    synth_top_area_share 0.322 \
    clockBufferDepth 2 \
    syn2layout_area_growth_pct 12.7 \
    ys_seq_frac 0.404 \
    outcome "finished, final reports clean" \
    dp_hpwl_um 3940 \
    drv_cap 0 \
    seq_power_share 0.551 \
    end_kind "output pin" \
    top_regs "clock_counter x12, update_period x12, edge_counter x7" \
    crit_required_ns 4.32 \
    p_leak_nw 1.26 \
    cts_resized 0 \
    fin_crit_sh 0.652 \
    r2r-start "update_period[0]" \
    wl_per_cell_um 13.2 \
    switching_share 0.232 \
    critPathLaunchType "register" \
    path_cells "mux2i_1, inv_1, nor2_1, a21oi_1, o21ai_0, clkdlybuf4s50_1" \
    utilization 0.592 \
    power.density_nw_per_um2 243 \
    fp.dieH_um 78.5 \
    floorplan.core_util 0.525 \
    port-buffer-count 23 \
    rr_endpoint "state[2]" \
    p_switching_w 0.000186 \
    ys_cells 336 \
    power_w 0.000801 \
    whs_endpoint "edge_detect0.q1" \
    crit_cells 6 \
    async_reset_ff_frac 0 \
    vias 2318 \
    yosysWarnings 3 \
    yosys_area_sq_um 2930 \
    internal_power_w 0.000615 \
    combPwrFrac 0.116 \
    chipArea_sq_um 6160 \
    post-cts-setup-buffer-count 0 \
    worst_hold_path.num_cells 0 \
    drtPass1Iterations 4 \
    relSlewSlack 0.470 \
    grt_overflow_total 0 \
    hold_class "register to register" \
    coreArea_sq_um 5570 \
    finalHoldViolations 0 \
    clkSinkCount 55 \
    track_usage 0.199 \
    drc 0 \
    edf_count 8 \
    crit_family "multiplexers" \
    max_stage_delay_ns 0.66 \
    crit_arrival_ns 2.44 \
    rsz0062_at_grt "no" \
]
## worst max-delay path by stage
stage / startpoint / to / slack [ns]
final: seven_segment0.digit / segments[3] / 1.88
after global routing: seven_segment0.digit / segments[0] / 1.56
after CTS: seven_segment0.digit / segments[3] / 1.87
## power by group through the flow
stage	Clock [W]	Sequential (W)	Combinational [W]
after CTS	0.000275	0.000441	0.0000938
final	0.000267	0.000441	0.0000930
after global routing	0.000291	0.000444	0.000106
## cell usage in the layout, fill, tap and decap left out, drive strengths merged, types with 3 or more instances in the layout
| cell | synthesis | final |
|---|---|---|
| dfxtp | 47 | 47 |
| nor2 | 40 | 40 |
| a21oi | 24 | 24 |
| clkdlybuf4s50 | 0 | 23 |
| nand2 | 21 | 21 |
| inv | 14 | 14 |
| xnor2 | 14 | 14 |
| mux2i | 13 | 13 |
| ha | 12 | 12 |
| o21ai | 11 | 11 |
| xor2 | 11 | 11 |
| nor3 | 9 | 9 |
| nand3 | 8 | 8 |
| and2 | 8 | 8 |
| edfxtp | 8 | 8 |
| nand4 | 7 | 7 |
| nor2b | 6 | 6 |
| nand2b | 5 | 5 |
| clkbuf | 14 | 5 |
| o22ai | 4 | 4 |
| a31oi | 4 | 4 |
| or4 | 4 | 4 |
| nor4 | 4 | 4 |
| nor3b | 4 | 4 |
| a211o | 4 | 4 |
| a311oi | 4 | 4 |
| or2 | 3 | 3 |
| and3 | 3 | 3 |
| a221oi | 3 | 3 |
## routing by layer
layer  GRT usage  vias up  wire length [um]
li1            -     1219                 -
met1       0.309     1047              2990
met2       0.309       42              2310
met3      0.0378       10               217
met4      0.0204        0                66
met5           0        -                 0
## metrics by stage
step / instances / hold WS (ns) / instance area, sq um
2_1_floorplan: 336 / 0.310 / 2930
3_3_place_gp: 415 / 0.312 / 3190
3_5_place_dp: 415 / 0.318 / 3190
4_1_cts: 423 / 0.342 / 3300
5_1_grt: 423 / 0.354 / 3300
6_report: 423 / 0.337 / 3300
## cell families (layout without fill, tap and decap cells)
family,count (synthesis),in the layout,synth area share
AOI/OAI and AO/OA,73,73,0.166
DFF,55,55,0.404
buffers and inverters,31,46,0.0398
and+or+nand+nor,126,126,0.216
xor gates and xnor gates,25,25,0.0748
adders and majority gates,12,12,0.0513
muxes,14,14,0.0483
## final cells by class
cell class | instances | area, sq um | area share
multi-input cells | 250 | 1630 | 0.494
clock buffers | 5 | 68.8 | 0.0209
flip-flops and latches | 55 | 1180 | 0.358
clock inverters | 3 | 38.8 | 0.0118
repair buffers | 24 | 238 | 0.0721
inverters | 14 | 52.6 | 0.0159
well taps | 72 | 90.1 | 0.0273
No activity file was given, so power comes from the tool's default toggle rates.
